<file path="run.sh">
#!/bin/bash
# OpenROAD 26Q1-2900-gdf79404cd8, Yosys 0.63+post, stock flow scripts
make -C /OpenROAD-flow-scripts/flow DESIGN_CONFIG=/design/flow/config.mk WORK_HOME=/design/flow/orfs finish
</file>
<file path="config.mk">
export PLATFORM = sky130hd
export DESIGN_NAME = ALU
export DESIGN_NICKNAME = ALU
export VERILOG_FILES = /design/flow/design.v
export SDC_FILE = /design/flow/constraint.sdc
export NUM_CORES = 4
export LEC_CHECK = 1
export CORE_UTILIZATION = 50
</file>
<file path="constraint.sdc">
current_design ALU

set clk_period 424.0
set clk_io_pct 0.2

create_clock -name clk0 -period $clk_period

set non_clock_inputs [all_inputs -no_clocks]
set_input_delay [expr $clk_period * $clk_io_pct] -clock clk0 $non_clock_inputs
set_output_delay [expr $clk_period * $clk_io_pct] -clock clk0 [all_outputs]
</file>
<file path="design.v">
`timescale 1ns / 1ps
module ALU(
    input           [3:0] control,
    input signed    [31:0] a,
    input signed    [31:0] b,
    input           [4:0] shamt,
    output signed   [31:0] result_out,
    output          [7:0] status_out
);
    reg [63:0] mul_ALU;
    reg [7:0] status;
    reg signed [31:0] result;
    assign status_out = status;
    assign result_out = result;
    always @(*)
    begin
        case (control)
        0: begin
            result = a&b; 
            status[7] = (result == 0);
            status[6] = 1'b0;
            status[4] = 1'b0;
            status[5] = 1'b0;
            status[3] = 1'b0;
            status[2] = 1'b0;
            mul_ALU = 0;
            end
        1: begin
            result = a|b; 
            status[7] = (result == 0);
            status[6] = 1'b0;
            status[4] = 1'b0;
            status[5] = 1'b0;
            status[3] = 1'b0;
            status[2] = 1'b0;
            mul_ALU = 0;
            end
        10:begin
            result = (~a&b)|(~b&a); 
            status[7] = (result == 0);
            status[6] = 1'b0;
            status[4] = 1'b0;
            status[5] = 1'b0;
            status[3] = 1'b0;
            status[2] = 1'b0;
            mul_ALU = 0;
            end
        11:begin
            result = ~(a|b); 
            status[7] = (result == 0);
            status[6] = 1'b0;
            status[4] = 1'b0;
            status[5] = 1'b0;
            status[3] = 1'b0;
            status[2] = 1'b0;
            mul_ALU = 0;
            end
        2: begin
            {status[5],result} = a+b;
            status[7] = (result == 0);
            status[6] = 1'b0;
            status[4] = result[31];
            status[3] = (result%4) ? 1'b1 : 1'b0;  
            status[2] = 1'b0;
            mul_ALU = 0;
            end
        6: begin
            {status[5],result} = a-b;
            status[7] = (result == 0);
            status[6] = 1'b0;
            status[4] = result[31];
            status[3] = 1'b0;
            status[2] = 1'b0;
            mul_ALU = 0;
            end
        5: begin
            mul_ALU = a*b;
            result = mul_ALU[31:0];
            status[7] = (result == 0);
            status[6] = (mul_ALU[63:32])? 1'b1 : 1'b0;
            status[4] = result[31];
            status[5] = 1'b0;
            status[3] = 1'b0;
            status[2] = 1'b0;
            end
        4: begin
            result = (b) ? a/b : 0;
            status[7] = (result == 0);
            status[6] = 1'b0;
            status[4] = result[31];
            status[5] = 1'b0;
            status[3] = 1'b0;
            status[2] = (b) ? 1'b0 : 1'b1;
            mul_ALU = 0;
            end
        12:begin     
            result = b>>>shamt;
            status[7] = (result == 0);
            status[6] = 1'b0;
            status[4] = 1'b0;
            status[5] = 1'b0;
            status[3] = 1'b0;
            status[2] = 1'b0;
            mul_ALU = 0;
            end
        13:begin
            result = a+b;
            status[7] = (result == 0);
            status[6] = 1'b0;
            status[4] = result[31];
            status[5] = 1'b0;
            status[3] = 1'b0;  
            status[2] = 1'b0;
            mul_ALU = 0;
            end
        7: begin
            result = a-b;
            result = (result[31]) ? 1 : 0;
            status[7] = (result == 0);
            status[6] = 1'b0;
            status[4] = result[31];
            status[5] = 1'b0;
            status[3] = 1'b0;
            status[2] = 1'b0;
            mul_ALU = 0;
            end
        8: begin     
            result = b<<shamt;
            status[7] = (result == 0);
            status[6] = 1'b0;
            status[4] = 1'b0;
            status[5] = 1'b0;
            status[3] = 1'b0;
            status[2] = 1'b0;
            mul_ALU = 0;
            end
        9: begin     
            result = b>>shamt;
            status[7] = (result == 0);
            status[6] = 1'b0;
            status[4] = 1'b0;
            status[5] = 1'b0;
            status[3] = 1'b0;
            status[2] = 1'b0;
            mul_ALU = 0;
            end
        default: 
        begin
            result = 0;
            status[7] = (result == 0);
            status[6] = 1'b0;
            status[4] = 1'b0;
            status[5] = 1'b0;
            status[3] = 1'b0;
            status[2] = 1'b0;
            mul_ALU = 0;
        end
        endcase
        status[1] = 1'b0;
        status[0] = 1'b0;
    end
endmodule
</file>
==> GITHUB_STEP_SUMMARY <==
## Implementation flow summary

| Metric | Value |
|---|---|
| Status | complete, but fails checks |
| Sw Ratio | a little over three fifths |
| FMAX | approximately 3.8 MHz |
| Max VDD drop | 156 uV |
| Grt ovf | 0 |
| Critical Path Sink | status_out[7] |
| Hold Path Class | in -> out |
| NetSw | 1.13 mW |
| Cycle use final | 62.3% |
| I/O pins | about 110 |
| Placed cells | ~12k |
| Number of nets with antenna violations after routing | 0 |
| Top area cell types | fa_1 (29%), ha_1 (14%), nor2_1 (7.1%) |
| Netlist Area Pre-Place | 74400 sq um |
| Crit path largest cell delay | between 1 and 1.5 ns |
| Crit path from | b[0] |
| RSZ-0062 raised after global routing | false |
| Lkg Pwr | roughly 37 nW |
| Worst setup path class | in -> out |
| Internal power | between 0.6 and 0.7 mW |
| Pwr Total | ~1.8 mW |
| Largest fanout on the critical path | 44 |
| Register area share after synthesis | 0% |
| Flops | 0 |
| Area growth, synth to finish | 5.76% |
| Startpoint types | primary input |
| Pwr per Cell Area | about 23 nW/um^2 |
| Max Cap Violations | 1 |
| Post-synth area from yosys stat | 74400 sq um |
| Layout Cells excl Fill | around 12k |
| Final hold viol count | 0 |
| Ys Warns | 1 |
| GPL Wtd Cong | around 1.1 |
| Top cell by count, worst path | ha_1 |
| Final wirelength | around 340 mm |
| PortBufs | about 110 |
| WP buf/inv | 27 |
| Largest net degree at the start of global routing | approximately 80 |
| Cell family contributing the most delay on the critical path | AND-OR/OR-AND gates |
| First-pass GRT wire length | ~500 mm |
| Row count | around 140 |
| Hold wc startpoint | shamt[4] |
| Dpl hpwl | between 200 and 300 mm |
| CP endpoint kind | output port |
| Post-layout min period | roughly 260 ns |
| First-pass iteration count of the detailed router | 9 |
| Post-CTS Setup Repair Bufs | 0 |
| Routed WL per cell | 29.1 microns |
| Finished Core Util | 53.3% |
| Vertical die size | roughly 390 microns |
| Share of layout cells above drive strength 1 | 5.90% |
| Drc violations | 0 |
| Final hold slack | 171.14 ns |
| Fin. max-slew vios | 3 |
| # setup viols final | 0 |
| Cell type with the largest total area | fa_1 |
| Slew @ Worst Pin | between 1.5 and 2 ns |
| Via count | 75.5k |
| WP data arrival | about 180 ns |
| Post-CTS sizing | 0 |
| Global Route Usage Sum | 47.8% |
| Vias per Instance | about 6.4 |
| Count of tool warnings | 98 |
| WP depth | ~340 |
| Total die size | between 150000 and 200000 sq um |
| Initial antenna violation count | 23 |
| Chip width | 388 microns |
| Slew margin rel. | -1.80% |
| Violated checks | capacitance limit, slew limit |
| Clock buffer count | 0 |
| Mean Syn Cell Area | 7.47 sq um |
| Register area | 0 sq um |
| Starting DRT DRC Count | approximately 7.5k |
| Vias in the first global route | about 75k |
| Fin Setup TNS | 0 ns |
| Top cell area share | roughly 30% |
| Initial core utilization | 50.4% |
| Post-synth cell types | about 110 |
| Synthesized instance count | around 10k |
| Core footprint | around 150000 sq um |
| Critical Path RT | roughly 340 ns |
| FILL cells | ~14k |
| CTS Hold Bufs | 0 |
| Worst path slowest cell | a211oi_1 |
| Yosys cell count | roughly 10k |
power by group through the flow:
stage	clock [mW]	combinational [mW]	sequential [mW]
after global routing	0	1.96	0
after CTS	0	1.74	0
synth_stat cells, types with 78 or more instances:
master	number
xnor2_1	362
a21o_1	189
inv_1	1326
nor2b_1	84
ha_1	811
clkbuf_1	345
o21ai_0	459
o21a_1	165
nand4_1	94
nor3_1	212
buf_1	111
a21oi_1	609
a31oi_1	85
nor2_1	1409
mux2i_1	90
nand2b_1	78
nand2_1	944
fa_1	1084
mux2_2	91
xor2_1	149
nand3_1	173
placed cells by master (no fill, tap or decap), types with 47 or more instances in the layout:
cell             Yosys  layout
a21oi_1            609     606
o21a_1             165     165
o31ai_1             74      74
clkdlybuf4s50_1      0      98
nand3_1            173     173
o211ai_1            58      58
a21o_1             189     189
mux2_2              91      91
fa_1              1084    1083
and2_1              47      47
xnor2_1            362     345
mux2i_1             90      89
nor2_1            1409    1404
nor3_1             212     210
nor2b_1             84      84
o21ai_0            459     458
buf_4                3     306
o21bai_1            48      48
a221oi_1            50      50
ha_1               811     810
nor4_1              60      59
nand2_1            944     944
inv_1             1326    1323
a31oi_1             85      83
nand4_1             94      94
a211oi_1            54      50
xor2_1             149     149
nand2b_1            78      78
or3_1               64      64
worst min-delay path by stage:
stage | cells past startpoint | slack, ns | to
6_report | 6 | 171.14 | result_out[1]
5_1_grt | 6 | 171.16 | result_out[1]
4_1_cts | 4 | 171.10 | status_out[5]
worst min-delay path, delay by kind of cell:
kind,cells,cell delay (ns)
buf+inv,2,0.88
simple gates,2,0.26
compound gates,2,0.35
metrics by stage:
step	setup WS, ns	cell area, sq um
after floorplan	177.02	74400
after global placement	164.08	78600
after detailed placement	162.69	78600
after CTS	162.38	78600
after global routing	153.65	78600
final	159.80	78700
area by class of cell:
cell class	count	area, sq um	share of cell area, %
Multi-Input combinational cell	8121	67700	86.1
Inverter	1355	5090	6.47
Timing Repair Buffer	422	3440	4.38
Tap cell	1930	2410	3.07
Antenna cell	2	5.00	0.00636
cell families (layout without fill, tap and decap cells):
group / Yosys count / after routing / share of synthesized area (%)
xor gates and xnor gates: 511 / 511 / 6.02
other: 1 / 4 / 0.00504
adders and majority gates: 1895 / 1895 / 42.8
muxes: 191 / 191 / 2.88
buffers and inverters: 1832 / 1777 / 9.32
AOI/OAI and AO/OA: 2165 / 2165 / 18.9
and+or+nand+nor: 3357 / 3357 / 20.1
routing by layer:
metal | GRT usage, % | vias to the layer above | wire [microns]
met2 | 63.6 | 5093 | 135000
met5 | 5.65 | - | 1080
met1 | 64.5 | 36015 | 133000
li1 | - | 33293 | -
met3 | 23.5 | 1038 | 51500
met4 | 24.4 | 33 | 23700
No activity file was given, so power comes from the tool's default toggle rates.
