==> ./design.v <==
`timescale 1ns / 1ps
module REG(
    input       clk,
    input       SYS_reset,
    input [4:0] REG_address1,
    input [4:0] REG_address2, 
    input [4:0] REG_address_wr, 
    input       REG_write_enable, 
    input [31:0]REG_write_data, 
    output reg [31:0] REG_data_out1, 
    output reg [31:0] REG_data_out2,
    input [31:0] testt_reg_add,
    output [31:0] testt_reg
);
    reg [31:0] register [0:31];
    integer i;
    always @(REG_address1, REG_address2, REG_address_wr, REG_write_enable, REG_write_data)
    begin
        if (REG_address1 == REG_address_wr)
        begin
            if (REG_write_enable)
                REG_data_out1 = REG_write_data;
            else
                REG_data_out1 = register[REG_address1];
        end
        else
            REG_data_out1 = register[REG_address1];
        if (REG_address2 == REG_address_wr)
        begin
            if (REG_write_enable)
                REG_data_out2 = REG_write_data;
            else
                REG_data_out2 = register[REG_address2];
        end
        else
            REG_data_out2 = register[REG_address2];
    end
    always @(negedge clk)
    begin 
        if (SYS_reset)
        begin
            for(i = 0; i<32 ; i=i+1)
                register[i] <= 32'b0;
        end
        else if(REG_write_enable)
            register[REG_address_wr] <= REG_write_data;
    end
    assign testt_reg = register[testt_reg_add];
endmodule
==> ./run.sh <==
#!/bin/bash
# OpenROAD 26Q1-2900-gdf79404cd8, Yosys 0.63+post, stock flow scripts
make -C /OpenROAD-flow-scripts/flow DESIGN_CONFIG=/design/flow/config.mk WORK_HOME=/design/flow/orfs finish
==> ./config.mk <==
export PLATFORM = sky130hd
export DESIGN_NAME = REG
export DESIGN_NICKNAME = REG
export VERILOG_FILES = /design/flow/design.v
export SDC_FILE = /design/flow/constraint.sdc
export NUM_CORES = 4
export LEC_CHECK = 1
export CORE_UTILIZATION = 50
==> ./constraint.sdc <==
current_design REG

set clk_period 11.8
set clk_io_pct 0.2

create_clock -name clk0 -period $clk_period [get_ports {clk}]

set non_clock_inputs [all_inputs -no_clocks]
set_input_delay [expr $clk_period * $clk_io_pct] -clock clk0 $non_clock_inputs
set_output_delay [expr $clk_period * $clk_io_pct] -clock clk0 [all_outputs]
==> flow_metrics.tcl <==
# yosys + openroad results
set metrics [dict create \
    hp-class "in -> out" \
    ir_worst_vdd_mv 0.124 \
    syn_avg_cell_area_sq_um 14.2 \
    cts_made_buffers 121 \
    largest_reg_flops 1024 \
    edf_count 1024 \
    ys_ff 1024 \
    tightestPinTransition_ps 893 \
    drive_gt1_frac 0.256 \
    fp_util 0.505 \
    yosys-stat-area_sq_mm 0.0635 \
    setup_viol 0 \
    warnings 1054 \
    worst-path-max-fanout 3 \
    start_kind "flip-flop" \
    vias 47404 \
    clk_pin_slew_ps 30 \
    cp_data_required_time_ps 9440 \
    top_cells_by_count "and2_1 (1026), edfxtp_1 (1024), mux4_2 (728)" \
    drtIter0Drc 3752 \
    status "completed" \
    p_leak_uw 0.0295 \
    syn-cell-area_sq_mm 0.0635 \
    rsz0062_at_grt "no" \
    worst-setup-path-type "reg -> out" \
    yosys-stat-cells 4478 \
    fp.dieW_um 358 \
    die_h_um 358 \
    powerDensity_mw_per_mm2 150 \
    hold_violations 0 \
    wl_um 254000 \
    synthToLayoutAreaGrowth_pct 18.5 \
    final_antenna_net_count 0 \
    ys_types 41 \
    cts-resized-gates 0 \
    post_cts_buffers 0 \
    design_area_sq_mm 0.0753 \
    clockRootBuffer "clkbuf_16" \
    drc_errors 0 \
    grt_pass1_vias 51053 \
    grt_max_degree 79 \
    cp-startpoint "register[10][5]" \
    slew_violations 0 \
    clockBufferDepth 3 \
    utilization 0.599 \
    flop_area_sq_mm 0.0307 \
    end_kind "output pin" \
    yosysTopAreaCell "edfxtp_1" \
    io_buffers 150 \
    yosys-top-cells-area "edfxtp_1 (48%), mux4_2 (26%), and2_1 (10%)" \
    h-tree-depth 3 \
    top_cell_area_share 0.484 \
    place_congestion 0.972 \
    grt-ovfl-total 0 \
    async_flop_share 0 \
    hpwl_um 146000 \
    pin_count 178 \
    crit_arrival_ps 9140 \
    setup_tns_ps 0 \
    die_area_sq_mm 0.128 \
    largest_register "register" \
    nFillCells 9739 \
    total_power_uw 11300 \
    antenna_found_initial 13 \
    cts_tree "done" \
    viasPerCell 6.52 \
    min_from "REG_address1[2]" \
    ff_type "edfxtp_1" \
    combGateArea_sq_mm 0.0309 \
    grt_pass1_wl_um 355000 \
    drv_cap 0 \
    reg.largest.list "register x1024" \
    synth_top_cell_by_count "and2_1" \
    synthCells 4478 \
    rows 130 \
    drt_first_pass_iters 6 \
    coreArea_sq_mm 0.126 \
    cts_hold_buf 0 \
    relSlewSlack 0.405 \
    place_area_sq_mm 0.0672 \
    grt_util_all_layers 0.450 \
    cts_sinks 1024 \
    ys_seq_frac 0.484 \
    wl_per_cell_um 35.0 \
    yosysWarnings 1 \
]
==> power by group <==
| group | internal (uW) | switching, uW | total [uW] |
|---|---|---|---|
| Sequential | 4240 | 130 | 4370 |
| Combinational | 729 | 904 | 1630 |
| Clock | 2840 | 2470 | 5310 |
| Total | 7800 | 3500 | 11300 |
==> cells in the final DEF (no fill, tap or decap), types with 3 or more instances in the layout <==
cell type        instances
o211ai_1                47
inv_4                    7
and2_1                1026
mux2i_1                 60
xor2_1                   8
clkdlybuf4s50_1        135
nor2_1                 147
nor2_2                   3
or2_2                   34
nand3b_1                 3
nand2b_1                 5
clkbuf_16              123
inv_1                 1056
buf_2                    3
a21oi_1                 15
inv_6                    3
clkinvlp_2              34
o21ai_0                184
a41oi_1                 15
mux2_2                 188
nand3_1                 79
buf_12                  24
buf_4                  209
bufinv_16               23
nand2_1                179
nor2b_2                  4
a221oi_1                46
edfxtp_1              1024
a22oi_1                 76
o22ai_1                 32
buf_8                    6
mux4_2                 728
nor2_4                  33
diode_2                 14
o221ai_1                16
==> routing by layer <==
layer / vias up / routed length (um) / global-route usage
li1: 19528 / - / -
met1: 22904 / 76600 / 0.514
met2: 4141 / 109000 / 0.566
met3: 775 / 53200 / 0.413
met4: 56 / 13800 / 0.231
met5: - / 1770 / 0.109
==> kinds of logic after synthesis <==
group | after synthesis | synth area share
and+or+nand+nor | 1531 | 0.135
DFF | 1024 | 0.484
muxes | 976 | 0.301
buffers and inverters | 503 | 0.0338
AOI/OAI and AO/OA | 434 | 0.0443
xor gates and xnor gates | 10 | 0.00138
==> final timing paths <==
kind	end	depth (start not counted)
min	REG_data_out1[30]	5
max	REG_data_out2[5]	6
==> per-stage QoR <==
stage / std cells / setup slack (ps) / hold WS, ps
after global routing: 7259 / 167 / 5810
after global placement: 6006 / 689 / 5750
final: 7267 / 300 / 5790
after CTS: 7253 / 307 / 5760
after detailed placement: 6006 / 664 / 5750
after floorplan: 4478 / 1680 / 4820
==> critical path: stages (launching register included) <==
cell and delay (ps):
edfxtp_1 400, mux4_2 480, a22oi_1 280, nand3_1 310, o21ai_0 220, o21ai_0 280, clkdlybuf4s50_1 510
==> final cells by class <==
| cell class | count | area share |
|---|---|---|
| tap | 1650 | 0.0274 |
| inverter | 2 | 0.0000997 |
| multi-input combinational | 2951 | 0.411 |
| clock inverter | 1125 | 0.0653 |
| timing repair buffer | 378 | 0.0467 |
| antenna | 14 | 0.000465 |
| sequential | 1024 | 0.409 |
| clock buffer | 123 | 0.0409 |
No activity file was given, so power comes from the tool's default toggle rates.
