`./config.mk`:
```
export PLATFORM = sky130hd
export DESIGN_NAME = control
export DESIGN_NICKNAME = control
export VERILOG_FILES = /design/flow/design.v
export SDC_FILE = /design/flow/constraint.sdc
export NUM_CORES = 4
export LEC_CHECK = 1
export CORE_AREA = 10 10 70 70
export DIE_AREA = 0 0 80 80
```
`./constraint.sdc`:
```
current_design control

set clk_period 3.2
set clk_io_pct 0.2

create_clock -name clk0 -period $clk_period

set non_clock_inputs [all_inputs -no_clocks]
set_input_delay [expr $clk_period * $clk_io_pct] -clock clk0 $non_clock_inputs
set_output_delay [expr $clk_period * $clk_io_pct] -clock clk0 [all_outputs]
```
`./design.v`:
```
`timescale 1ns / 1ps
module control(
    input [31 :0] instruction, 
    output reg [10:0] control_signal
    );
    wire [5:0] opcode;
    assign opcode = instruction[31:26];
    always@(*)
    begin
        if (!instruction)
            control_signal = 11'b000_000_000_00;
        else if(!opcode[5:2])
        begin
            if(!opcode[1:0])  
            begin
                control_signal[10:4] = 7'b0000010;
                control_signal[2:0] = 3'b011;
                control_signal[3]   = 0;
            end
            else if(opcode[1:0] == 2)  
                control_signal[10:0] = 11'b10000010000;
            else
                control_signal[10:0] = 11'b00000001000;
        end
        else if (opcode == 6'h1c)  
        begin
            control_signal[10:4] = 7'b0000010;
            control_signal[2:0] = 3'b011;
            control_signal[3]   = 0;
        end
        else if(opcode[5:2]==4'b1000) 
        begin
            control_signal[10:6] = 7'b00101;
            control_signal[2:0] = 3'b110;
            if(opcode[1:0]==2'b11)  
            begin
                control_signal[5:4] = 2'b00;
                control_signal[3] = 0;
            end
            else if(opcode[1:0]==2'b01)  
            begin
                control_signal[5:4] = 2'b11;
                control_signal[3] = 0;
            end
            else
            begin
                control_signal[5:4] = 2'b00;
                control_signal[3] = 1;
            end
        end
        else if(opcode[5:2]==4'b1010) 
        begin
            control_signal[10:6] = 7'b00010;
            control_signal[2:0] = 3'b100;
            if(opcode[1:0]==2'b11) 
            begin
                control_signal[5:4] = 2'b00;
                control_signal[3] = 0;
            end
            else if(opcode[1:0]==2'b01) 
            begin
                control_signal[5:4] = 2'b11;
                control_signal[3] = 0;
            end
            else
            begin
                control_signal[5:4] = 2'b00;
                control_signal[3] = 1;
            end
        end
        else if(opcode==6'h4 || opcode == 6'h5)  
            control_signal[10:0] = 11'b01000010000;
        else if(opcode==6'b001000)  
            begin
            control_signal[10: 4] = 7'b0000000;  
            control_signal[2:0] = 3'b110;
            control_signal[3] = 0;
            end
        else
            control_signal[10:0] = 11'b00000001000;
    end
endmodule
```
`./run.sh`:
```
#!/bin/bash
# OpenROAD 26Q1-2900-gdf79404cd8, Yosys 0.63+post, stock flow scripts
make -C /OpenROAD-flow-scripts/flow DESIGN_CONFIG=/design/flow/config.mk WORK_HOME=/design/flow/orfs finish
```
==> summary.txt <==
Synthesis and place-and-route results.

- The run finished with clean final reports.
- The chip footprint is 0.00640 mm2.
- Synthesis handed over a netlist of 45 instances.
- The number of buffer cells added on primary ports is 43.
- The portion of the post-synthesis area used by sequential elements is 0%.
- The maximum number of pins on one net before global-route repair is 12.
- The placeable core area is 0.00342 mm2.
- The total count of max-transition violations in the final report is 0.
- For the finished layout, the period the worst path requires is 3030 ps.
- Once iteration 0 of detailed routing completed, the report listed 11 DRC markers.
- The area taken by flip-flops and latches is 0 um2.
- In this run the horizontal extent of the chip is 80 um.
- The type of element capturing the critical path is a primary output.
- The yosys stat chip area is 275 um2.
- Looking at the max-slew report, the worst-margin pin has a slew of 393 ps.
- The DRC violation total left in the routed layout is recorded as 0.
- The wire length recorded after detailed routing is 1520 um.
- The number of global-route vias before repair is 540.
- The post-cts hold-fix buffer tally is 0.
- The number of placement rows is 21.
- The routed length per instance is 11.5 um.
- Data on the critical path is required at its endpoint by 2560 ps.
- Counting instances, the worst hold path has a depth of 3.
- The peak clock frequency supported by timing is 331 MHz.
- The first-pass GRT wire length is 2490 um.
- According to the timing report, the arrival time at the worst endpoint equals 2390 ps.
- According to the I/O placement log, the pin count is 43.
- The relative slew slack is 73.7%.
- The first-pass iteration count of the detailed router is 2.
- Of the available clock period, the critical path in the final layout requires 94.5%.
- The cell area after synthesis is 275 um2.
- The detailed router placed 492 vias in this run.
- The count of nets left with antenna violations once routing finished came out at 0.
- The number of antenna violations at the first check in global routing is 0.
- The maximum vdd ir drop is 0.0244 mV.
- The least setup slack across all paths after layout is 175 ps.
- The critical setup path kind is primary input to primary output.
- The number of standard cells reported by yosys is 45.
- The layout clock buffer count is 0.
- Summed over all layers, the global routing overflow is 0.
- Before placement the cells fill 8.06% of the core.
- The total power divided by cell area is 94.7 mW/mm2.
- According to the floorplan report, the die height is 80 um.
- The weighted congestion at the end of routability-driven global placement is 0.772.
- The number of different library cells in the post-synthesis netlist is 21.
- Setup repair after global routing left no endpoint under its margin.
- The maximum net fanout on the critical path is 11.
- The share of cells above drive strength 1 is 9.30%.
- The setup total negative slack is 0 ps.
- From the final report, the count of setup violators was given as 0.
- Across the run, the number of max-cap violations was 0.
- In this run the static leakage power is 0.247 nW.
- Per the run report, area growth between synthesis and finish was 172%.
- The worst hold-check path type is primary input to primary output.
- The worst setup path is launched from a primary input.
- The number of vias per cell is 3.73.
- The post-CTS setup repair buffer count is 0.
- Timing analysis after detailed placement gives a worst setup slack of 95.9 ps.
- The OpenROAD warning count is 32.
- For this run, the number of Yosys warnings is 1.
- The layout filler cell count is 381.
- The design has 0 sequential cells.
- The total track usage is 4.55%.
- The routed design ends up with an antenna cell count of 0.
- Endpoints failing hold in the final report were tallied at 0.
- Detailed placement finished with a half-perimeter wire length of 1430 um.
- The post-synthesis area per instance is 6.12 um2.
[cell usage after synthesis]
master                      n  area, um2
sky130_fd_sc_hd__nor2_1     7       26.3
sky130_fd_sc_hd__nor4_1     7       43.8
sky130_fd_sc_hd__nor3_1     5       25.0
sky130_fd_sc_hd__nand2_1    4       15.0
sky130_fd_sc_hd__a21oi_1    2       10.0
sky130_fd_sc_hd__buf_6      2       22.5
sky130_fd_sc_hd__nand4_1    2       12.5
sky130_fd_sc_hd__nor2_2     2       12.5
sky130_fd_sc_hd__o22a_1     2       17.5
sky130_fd_sc_hd__a2bb2oi_2  1       15.0
sky130_fd_sc_hd__and3_1     1       6.26
sky130_fd_sc_hd__and3_2     1       7.51
sky130_fd_sc_hd__buf_4      1       7.51
sky130_fd_sc_hd__inv_1      1       3.75
sky130_fd_sc_hd__nand2b_2   1       8.76
sky130_fd_sc_hd__nor2b_1    1       6.26
sky130_fd_sc_hd__nor3_2     1       10.0
sky130_fd_sc_hd__o21ai_0    1       5.00
sky130_fd_sc_hd__o21ai_1    1       5.00
sky130_fd_sc_hd__o22ai_1    1       6.26
sky130_fd_sc_hd__o32ai_1    1       8.76
[stage by stage]
step                hold WS (ps)  cell area [um2]  power (W)  cells  util [%]
global route                2170              749  0.0000776    132      21.9
floorplan                   1300              275  0.0000183     45         -
detailed placement          2350              741  0.0000712    132      21.7
CTS                         2350              741  0.0000715    132      21.7
finish                      2080              749  0.0000710    132      21.9
global placement            2340              741  0.0000705    132      21.7
[final timing paths]
check / from / to / slack, ps
max: instruction[31] / control_signal[4] / 170
min: instruction[29] / control_signal[6] / 2080
[report_power, final]
group | switching, W | internal (W) | total (W) | leakage, nW
Sequential | 0 | 0 | 0 | 0
Clock | 0 | 0 | 0 | 0
Combinational | 0.0000215 | 0.0000495 | 0.0000710 | 0.247
[worst max-delay path: stages]
cell	delay [ps]
sky130_fd_sc_hd__clkdlybuf4s50_1	710
sky130_fd_sc_hd__nand2_1	90
sky130_fd_sc_hd__o22a_1	200
sky130_fd_sc_hd__o22a_1	190
sky130_fd_sc_hd__nor2_1	80
sky130_fd_sc_hd__clkdlybuf4s50_1	470
[cells by family after synthesis]
| family | synth area share, % |
|---|---|
| buf+inv | 12.3 |
| simple gates | 63.2 |
| compound gates | 24.5 |
[placed cells by master, fill, tap and decap left out, types with 2 or more instances in the layout]
cell type                         count
sky130_fd_sc_hd__a21oi_1              2
sky130_fd_sc_hd__nor3_1               5
sky130_fd_sc_hd__nor2_1               7
sky130_fd_sc_hd__nand4_1              2
sky130_fd_sc_hd__nor4_1               6
sky130_fd_sc_hd__nor2_2               2
sky130_fd_sc_hd__nand2_1              4
sky130_fd_sc_hd__o22a_1               2
sky130_fd_sc_hd__clkdlybuf4s50_1     42
[timing repair]
| action | 4_1_cts | 5_1_grt |
|---|---|---|
| setup endpoints to repair | 0 | 3 |
| resized | 0 | 2 |
| hold endpoints to repair | 0 | 0 |
[metal layers]
metal  vias to the layer above  global-route usage, %  wire (um)
li1                        257                      -          -
met1                       213                   5.08        630
met2                        22                   8.59        730
met3                         0                   1.48        158
met4                         0                      0          0
met5                         -                      0          0
[cell type report]
cell class	instances	area [um2]	area share, %
Timing Repair Buffer	44	440	58.8
Multi-Input combinational cell	41	248	33.1
Inverter	1	3.75	0.501
Tap cell	46	57.6	7.68
Power figures rest on the tool's default switching activity, not on a simulated workload.
